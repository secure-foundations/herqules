`design/flow/run.sh`:
```
#!/bin/bash
# OpenROAD 26Q1-2900-gdf79404cd8, Yosys 0.63+post, stock flow scripts
make -C /OpenROAD-flow-scripts/flow DESIGN_CONFIG=/design/flow/config.mk WORK_HOME=/design/flow/orfs finish
```
`design/flow/design.v`:
```
module FIFO2(CLK,
             RST,
             D_IN,
             ENQ,
             FULL_N,
             D_OUT,
             DEQ,
             EMPTY_N,
             CLR);
   parameter width = 1;
   parameter guarded = 1;
   input     CLK ;
   input     RST ;
   input [width - 1 : 0] D_IN;
   input                 ENQ;
   input                 DEQ;
   input                 CLR ;
   output                FULL_N;
   output                EMPTY_N;
   output [width - 1 : 0] D_OUT;
   generate
     if (width < 64)
       begin
          FIFO2_Reg#(.width(width), .guarded(guarded))
            fifo_reg(.CLK(CLK),
                     .RST(RST),
                     .D_IN(D_IN),
                     .ENQ(ENQ),
                     .FULL_N(FULL_N),
                     .D_OUT(D_OUT),
                     .DEQ(DEQ),
                     .EMPTY_N(EMPTY_N),
                     .CLR(CLR));
       end
     else
       begin
          FIFO2_LUTRAM#(.width(width), .guarded(guarded))
            fifo_lut(.CLK(CLK),
                     .RST(RST),
                     .D_IN(D_IN),
                     .ENQ(ENQ),
                     .FULL_N(FULL_N),
                     .D_OUT(D_OUT),
                     .DEQ(DEQ),
                     .EMPTY_N(EMPTY_N),
                     .CLR(CLR));
       end
   endgenerate
endmodule
module FIFO2_Reg(CLK,
                 RST,
                 D_IN,
                 ENQ,
                 FULL_N,
                 D_OUT,
                 DEQ,
                 EMPTY_N,
                 CLR);
   parameter width = 1;
   parameter guarded = 1;
   input     CLK ;
   input     RST ;
   input [width - 1 : 0] D_IN;
   input                 ENQ;
   input                 DEQ;
   input                 CLR ;
   output                FULL_N;
   output                EMPTY_N;
   output [width - 1 : 0] D_OUT;
   reg                    full_reg;
   reg                    empty_reg;
   reg [width - 1 : 0]    data0_reg;
   reg [width - 1 : 0]    data1_reg;
   assign                 FULL_N = full_reg ;
   assign                 EMPTY_N = empty_reg ;
   assign                 D_OUT = data0_reg ;
   wire                   d0di = (ENQ && ! empty_reg ) || ( ENQ && DEQ && full_reg ) ;
   wire                   d0d1 = DEQ && ! full_reg ;
   wire                   d0h = ((! DEQ) && (! ENQ )) || (!DEQ && empty_reg ) || ( ! ENQ &&full_reg) ;
   wire                   d1di = ENQ & empty_reg ;
   // synopsys translate_off
   initial
     begin
        data0_reg   = {((width + 1)/2) {2'b10}} ;
        data1_reg  = {((width + 1)/2) {2'b10}} ;
        empty_reg = 1'b0;
        full_reg  = 1'b1;
     end  
   // synopsys translate_on
   always@(posedge CLK )
     begin
        if (RST == 1'b0)
          begin
             empty_reg <=  1'b0;
             full_reg  <=  1'b1;
          end  
        else
          begin
             if (CLR)
               begin
                  empty_reg <=  1'b0;
                  full_reg  <=  1'b1;
               end  
             else if ( ENQ && ! DEQ )  
               begin
                  empty_reg <=  1'b1;
                  full_reg <=  ! empty_reg ;
               end
             else if ( DEQ && ! ENQ )
               begin
                  full_reg  <=  1'b1;
                  empty_reg <=  ! full_reg;
               end  
          end  
     end  
   always@(posedge CLK )
     begin
          begin
             data0_reg  <= 
                           {width{d0di}} & D_IN | {width{d0d1}} & data1_reg | {width{d0h}} & data0_reg ;
             data1_reg <= 
                          d1di ? D_IN : data1_reg ;
          end  
     end  
   // synopsys translate_off
   always@(posedge CLK)
     begin: error_checks
        reg deqerror, enqerror ;
        deqerror =  0;
        enqerror = 0;
        if (RST == ! 1'b0)
          begin
             if ( ! empty_reg && DEQ )
               begin
                  deqerror =  1;
                  $display( "Warning: FIFO2: %m -- Dequeuing from empty fifo" ) ;
               end
             if ( ! full_reg && ENQ && (!DEQ || guarded) )
               begin
                  enqerror = 1;
                  $display( "Warning: FIFO2: %m -- Enqueuing to a full fifo" ) ;
               end
          end
     end  
   // synopsys translate_on
endmodule
module FIFO2_LUTRAM(CLK,
                    RST,
                    D_IN,
                    ENQ,
                    FULL_N,
                    D_OUT,
                    DEQ,
                    EMPTY_N,
                    CLR);
   parameter width = 1;
   parameter guarded = 1;
   input     CLK ;
   input     RST ;
   input [width - 1 : 0] D_IN;
   input                 ENQ;
   input                 DEQ;
   input                 CLR ;
   output                FULL_N;
   output                EMPTY_N;
   output [width - 1 : 0] D_OUT;
   reg [width - 1 : 0] data[0 : 1]  ;
   reg wr_idx;
   reg rd_idx;
   reg [1 : 0] valid_cnt;
   reg [1 : 0] valid_cnt_next;
   assign D_OUT = data[rd_idx];
   reg    full_reg;
   reg    empty_reg;
   assign FULL_N = full_reg ;
   assign EMPTY_N = empty_reg ;
   always@(posedge CLK )
     begin
        if ((RST == 1'b0) || CLR)
          begin
             wr_idx <=  1'b0;
          end
        else if (ENQ)
          begin
             data[wr_idx] <=  D_IN;
             wr_idx <=  ~wr_idx;
          end
     end
   always@(posedge CLK )
     begin
        if ((RST == 1'b0) || CLR)
          begin
             rd_idx <=  1'b0;
          end
        else if (DEQ)
          begin
             rd_idx <=  ~rd_idx;
          end
     end
   always@(posedge CLK )
     begin
        if ((RST == 1'b0) || CLR)
          begin
             valid_cnt <=  2'd0;
             full_reg <=  1'b1;
             empty_reg <=  1'b0;
          end
        else
          begin
             valid_cnt <=  valid_cnt_next;
             full_reg <=  (valid_cnt_next != 2'd2);
             empty_reg <=  (valid_cnt_next != 2'd0);
          end
     end
   always@(*)
     begin
        valid_cnt_next = valid_cnt;
        if (DEQ && ! ENQ)
          begin
             valid_cnt_next = valid_cnt_next - 2'd1;
          end
        else if (ENQ && ! DEQ)
          begin
             valid_cnt_next = valid_cnt_next + 2'd1;
          end
     end
   // synopsys translate_off
   always@(posedge CLK)
     begin: error_checks
        reg deqerror, enqerror ;
        deqerror =  0;
        enqerror = 0;
        if (RST == ! 1'b0)
          begin
             if ( ! empty_reg && DEQ )
               begin
                  deqerror =  1;
                  $display( "Warning: FIFO2: %m -- Dequeuing from empty fifo" ) ;
               end
             if ( ! full_reg && ENQ )
               begin
                  enqerror = 1;
                  $display( "Warning: FIFO2: %m -- Enqueuing to a full fifo" ) ;
               end
          end
     end  
   // synopsys translate_on
endmodule  
```
`design/flow/config.mk`:
```
export PLATFORM = sky130hd
export DESIGN_NAME = FIFO2_LUTRAM
export DESIGN_NICKNAME = FIFO2_LUTRAM
export VERILOG_FILES = /design/flow/design.v
export SDC_FILE = /design/flow/constraint.sdc
export NUM_CORES = 4
export LEC_CHECK = 1
export CORE_AREA = 10 10 70 70
export DIE_AREA = 0 0 80 80
```
`design/flow/constraint.sdc`:
```
current_design FIFO2_LUTRAM

set clk_period 2.3
set clk_io_pct 0.2

create_clock -name clk0 -period $clk_period [get_ports {CLK}]

set non_clock_inputs [all_inputs -no_clocks]
set_input_delay [expr $clk_period * $clk_io_pct] -clock clk0 $non_clock_inputs
set_output_delay [expr $clk_period * $clk_io_pct] -clock clk0 [all_outputs]
```
==> impl_metrics.json <==
{
  "cp_max_fo": 1,
  "holdPathStages": 2,
  "r2r_cells": 3,
  "cts-htree-levels": 1,
  "holdCritPathClass": "flop to flop",
  "crit_path_start_kind": "flop",
  "grt_pass1_vias": 293,
  "placed_area_um2": 519,
  "hold_viol_final": 0,
  "holdBufCountCts": 0,
  "met1_usage_pct": 2.09,
  "ctsResizeCount": 0,
  "stdcell_area_um2": 547,
  "max_slew.worst_pin.slew_ns": 0.305,
  "std_cell_rows": 21,
  "worst_path_max_delay_cell": "clkdlybuf4s50_1",
  "ant_nets": 0,
  "yosys.area_share.simple_pct": 27.7,
  "cts_tree": "done",
  "finalWirelength_um": 701,
  "rr_startpoint": "valid_cnt[0]$_SDFF_PP0_",
  "synth.avg_cell_area_um2": 10.8,
  "crit_required_ns": 1.84,
  "ios": 9,
  "track_usage_pct": 2.14,
  "mux_area_share_pct": 5.47,
  "antenna_found_initial": 0,
  "avgRoutedWirePerCell_um": 7.54,
  "use_met2_pct": 3.93,
  "area_delta_synth_final_pct": 40.5,
  "synth_seq_share_pct": 51.4,
  "hpwl_um": 576,
  "route.detailed.drc": 0,
  "top_area_cell": "dfxtp_1",
  "r2r_slack_ns": 1.28,
  "post-route-period-util_pct": 75.9,
  "hold_start": "rd_idx$_SDFFE_PP0P_",
  "cts_num_sinks": 9,
  "via_count": 274,
  "r2r-end": "full_reg$_SDFF_PP1_",
  "use_met3_pct": 0.795,
  "arrival_ns": 1.29,
  "pre_cts_ws_ns": 0.501,
  "synth_area_um2": 389,
  "dr.pass1.iters": 3,
  "finalCriticalPeriod_ns": 1.75,
  "outcome": "complete, no violations",
  "grt-ovfl-total": 0,
  "clk_pin_slew_ns": 0.06,
  "grt_pass1_wl_um": 1130,
  "power.density_nw_per_um2": 611,
  "critical_path.n_buffers_inverters": 1,
  "logic_family": "simple AND/OR/NAND/NOR gates",
  "clock-root-buffer": "clkbuf_4",
  "seqCellArea_um2": 200,
  "chipWidth_um": 80,
  "drive_gt1_share_pct": 19.1,
  "xor_area_share_pct": 6.75,
  "cts_max_path_buffers": 2,
  "yosys.area_share.aoi_pct": 6.75,
  "logic_area_um2": 181,
  "drv_cap": 0,
  "warnings": 25,
  "ys_warn_count": 2,
  "finalSetupTns_ns": 0,
  "cpPeakStageDelay_ns": 0.40,
  "yosysUniqueCellTypes": 21,
  "fp.dieH_um": 80,
  "holdPathEnd": "rd_idx$_SDFFE_PP0P_",
  "rsz0062_at_grt": "no",
  "peakVddDrop_mv": 0.111,
  "gp_congestion": 0.828,
  "yosys_cells": 36,
  "netlist_instances": 36,
  "setup_viol": 0,
  "cts_buffers": 3,
  "insertion_delay_ns": 0.26,
  "synth-main-ff-cell": "dfxtp_1",
  "grt_max_degree": 8,
  "report.final.slew_viol_count": 0,
  "die_area_um2": 6400,
  "avgViaCountPerCell": 2.95,
  "path_cells": "mux2_2, clkdlybuf4s50_1",
  "max_slew_margin_pct": 79.6,
  "num_antenna_cells": 0,
  "top_cells_by_area": "dfxtp_1 36%, edfxtp_1 15%, nor2_1 5.8%",
  "setup_ws_ns": 0.554,
  "first_iter_violations": 40,
  "synth_chip_area_um2": 389,
  "edf_count": 2,
  "numPortBuffers": 8,
  "cp-end-kind": "output pin",
  "core_um2": 3420,
  "postCtsSetupRepairBufs": 0,
  "fa_ha_area_share_pct": 0,
  "ys_seq_elements": 9,
  "max_freq_ghz": 0.573,
  "fp_util_pct": 11.4,
  "nFillCells": 380,
  "p_leak_nw": 0.200,
  "top_usage_layer": "met2",
  "synth_top_area_share_pct": 36.0,
  "worstSetupPathType": "flop to output pin",
  "crit_family": "buffers and inverters",
  "fin_worst_skew_ns": 0.00105,
  "asyncSetResetFlopFracSynth_pct": 0
}
## power breakdown
group	total (mW)	leakage (nW)	internal (mW)	switching [mW]
logic	0.0427	0.107	0.0258	0.0169
registers	0.172	0.0756	0.168	0.00385
clock network	0.119	0.0177	0.0641	0.0552
total	0.334	0.200	0.258	0.0760
## synthesized netlist by cell type, drive strengths merged (2+ instances only)
library cell  number
edfxtp             2
xnor2              2
dfxtp              7
nand2              2
nor2               6
nor3               2
nand2b             3
## through the flow
stage / hold slack (ns) / cells / util [%] / power (mW)
finish: 0.520 / 93 / 16.0 / 0.334
detailed placement: 0.512 / 89 / 15.2 / 0.219
global route: 0.583 / 93 / 16.0 / 0.351
global placement: 0.502 / 89 / 15.2 / 0.218
CTS: 0.528 / 93 / 16.0 / 0.339
floorplan: 0.480 / 36 / - / 0.200
## worst max-delay path by stage
stage,start,to,slack (ns),depth (start not counted)
finish,flop,D_OUT[0],0.55,2
global route,flop,D_OUT[0],0.50,2
CTS,flop,D_OUT[0],0.53,2
## logic make-up (layout without fill, tap and decap cells)
family / count (synthesis) / in the layout
compound gates: 3 / 3
xor+xnor: 3 / 3
buf+inv: 1 / 12
flops: 9 / 9
mux: 2 / 2
simple gates: 18 / 18
## cell usage in the layout, fill, tap and decap left out
| cell | instances |
|---|---|
| clkdlybuf4s50_1 | 8 |
| dfxtp_1 | 7 |
| nor2_1 | 6 |
| clkbuf_4 | 3 |
| nand2_1 | 2 |
| xnor2_1 | 2 |
| nand2b_1 | 2 |
| edfxtp_1 | 2 |
| mux2_2 | 1 |
| nor2b_1 | 1 |
| and3_1 | 1 |
| nand2b_4 | 1 |
| xor2_1 | 1 |
| and2_4 | 1 |
| nor3_2 | 1 |
| and3b_1 | 1 |
| a21oi_1 | 1 |
| mux2i_1 | 1 |
| nor3_1 | 1 |
| or3_1 | 1 |
| o22ai_2 | 1 |
| o221ai_1 | 1 |
| clkinv_2 | 1 |
## routing by layer
metal / part of all wire, % / wire (um)
met1: 40 / 277
met2: 50 / 348
met3: 8.6 / 60
met4: 2.0 / 14
met5: 0 / 0
## worst register-to-register path, delay by kind of cell, from the launching register on
family	cells	cell delay, ns
XOR/XNOR	1	0.20
flip-flops	1	0.38
AND-OR/OR-AND	1	0.11
AND/OR/NAND/NOR	1	0.19
## layout make-up
cell class                      instances  area share [%]
Timing Repair Buffer                    8            14.6
Sequential cell                         9            36.6
Multi-Input combinational cell         26            33.2
Clock buffer                            3            4.12
Tap cell                               46            10.5
Clock inverter                          1           0.915
Power and IR drop assume default switching activity.
